## flow/config.mk

```make
export PLATFORM = sky130hd
export DESIGN_NAME = ID_Stage
export DESIGN_NICKNAME = ID_Stage
export VERILOG_FILES = /design/flow/design.v
export SDC_FILE = /design/flow/constraint.sdc
export NUM_CORES = 4
export LEC_CHECK = 1
export CORE_UTILIZATION = 50
```

## flow/constraint.sdc

```tcl
current_design ID_Stage

set clk_period 44.3
set clk_io_pct 0.2

create_clock -name clk0 -period $clk_period [get_ports {clk}]

set non_clock_inputs [all_inputs -no_clocks]
set_input_delay [expr $clk_period * $clk_io_pct] -clock clk0 $non_clock_inputs
set_output_delay [expr $clk_period * $clk_io_pct] -clock clk0 [all_outputs]
```

## flow/design.v

```verilog
module Condition_Check (
    input [3:0] cond,
    SR,
    output reg flag
);
  wire N, Z, C, V;
  assign N = SR[3];
  assign Z = SR[2];
  assign C = SR[1];
  assign V = SR[0];
  parameter [3:0] EQ = 4'd0, NE = 4'd1, CS_HS = 4'd2, CC_LO = 4'd3, MI = 4'd4, 
                PL = 4'd5, VS = 4'd6, VC = 4'd7, HI = 4'd8, LS = 4'd9, 
                GE = 4'd10, LT = 4'd11, GT = 4'd12, LE = 4'd13, AL = 4'd14;
  always @(cond, SR, N, Z, C, V) begin
    flag = 1;
    case (cond)
      EQ: flag = Z;
      NE: flag = ~Z;
      CS_HS: flag = C;
      CC_LO: flag = ~C;
      MI: flag = N;
      PL: flag = ~N;
      VS: flag = V;
      VC: flag = ~V;
      HI: flag = C & (~Z);
      LS: flag = (~C) & Z;
      GE: flag = N == V;
      LT: flag = N != V;
      GT: flag = (~Z) & (N == V);
      LE: flag = Z | (N != V);
      AL: flag = 1;
      default: flag = 1;
    endcase
  end
endmodule
module ControlUnit (
    input [3:0] OP_Code,
    input [1:0] Mode,
    input S_in,
    I_in,
    output reg [3:0] EXE_CMD,
    output reg WB_EN,
    MEM_R_EN,
    MEM_W_EN,
    B_out,
    S_out
);
  parameter [3:0] NOP = 4'd0, MOV = 4'd1, MVN = 4'd2, ADD = 4'd3, ADC = 4'd4, SUB = 4'd5, SBC = 4'd6,
                    AND = 4'd7, ORR = 4'd8, EOR = 4'd9, CMP = 4'd10, TST = 4'd11, LDR = 4'd12, STR = 4'd13, B = 4'd14;
  reg [3:0] operation;
  always @(Mode, OP_Code, S_in, I_in) begin
    operation = NOP;
    S_out = 1'b0;
    case (Mode)
      2'b00: begin
        S_out = S_in;
        case (OP_Code)
          4'b1101: operation = MOV;
          4'b1111: operation = MVN;
          4'b0100: operation = ADD;
          4'b0101: operation = ADC;
          4'b0010: operation = SUB;
          4'b0110: operation = SBC;
          4'b0000: operation = AND;
          4'b1100: operation = ORR;
          4'b0001: operation = EOR;
          4'b1010: operation = CMP;
          4'b1000: operation = TST;
          default: operation = NOP;
        endcase
      end
      2'b01: begin
        case (OP_Code)
          4'b0100: begin
            if (S_in) operation = LDR;
            else operation = STR;
          end
          default: operation = NOP;
        endcase
      end
      2'b10: begin
        if (I_in) operation = B;
        else operation = NOP;
      end
      default: operation = NOP;
    endcase
  end
  always @(operation, S_in) begin
    EXE_CMD = 4'd0;
    WB_EN = 1'b0;
    MEM_R_EN = 1'b0;
    MEM_W_EN = 1'b0;
    B_out = 1'b0;
    case (operation)
      NOP: begin
        EXE_CMD = 4'b0110;
      end
      MOV: begin
        EXE_CMD = 4'b0001;
        WB_EN   = 1'b1;
      end
      MVN: begin
        EXE_CMD = 4'b1001;
        WB_EN   = 1'b1;
      end
      ADD: begin
        EXE_CMD = 4'b0010;
        WB_EN   = 1'b1;
      end
      ADC: begin
        EXE_CMD = 4'b0011;
        WB_EN   = 1'b1;
      end
      SUB: begin
        EXE_CMD = 4'b0100;
        WB_EN   = 1'b1;
      end
      SBC: begin
        EXE_CMD = 4'b0101;
        WB_EN   = 1'b1;
      end
      AND: begin
        EXE_CMD = 4'b0110;
        WB_EN   = 1'b1;
      end
      ORR: begin
        EXE_CMD = 4'b0111;
        WB_EN   = 1'b1;
      end
      EOR: begin
        EXE_CMD = 4'b1000;
        WB_EN   = 1'b1;
      end
      CMP: begin
        EXE_CMD = 4'b0100;
      end
      TST: begin
        EXE_CMD = 4'b0110;
      end
      LDR: begin
        EXE_CMD = 4'b0010;
        MEM_R_EN = 1'b1;
        WB_EN = 1'b1;
      end
      STR: begin
        EXE_CMD  = 4'b0010;
        MEM_W_EN = 1'b1;
      end
      B: begin
        B_out = 1'b1;
      end
    endcase
  end
endmodule
module ID_Stage (
    input clk,
    rst,
    input [31:0] Instruction,
    input [31:0] Result_WB,
    input writeBackEN,
    input [3:0] Dest_wb,
    input hazard,
    input [3:0] SR,
    output WB_EN,
    MEM_R_EN,
    MEM_W_EN,
    B,
    S,
    output [3:0] EXE_CMD,
    output [31:0] Val_Rn,
    Val_Rm,
    output imm,
    output [11:0] Shift_operand,
    output [23:0] Signed_imm_24,
    output [3:0] Dest,
    output [3:0] src1,
    src2,
    output Two_src
);
  wire [3:0] cond, OPCode, Rn, Rm, Rd, rotate_imm, immed_8, CU_EXE_CMD;
  wire [1:0] OPC_mode;
  wire OPC_S, CU_B, CU_S, CU_WB_EN, CU_MEM_R_EN, CU_MEM_W_EN, cond_flag, zero_sel, not_cond_flag;
  assign cond = Instruction[31:28];
  assign OPC_mode = Instruction[27:26];
  assign imm = Instruction[25];
  assign OPCode = Instruction[24:21];
  assign OPC_S = Instruction[20];
  assign Rn = Instruction[19:16];
  assign Rd = Instruction[15:12];
  assign not_cond_flag = ~cond_flag;
  assign zero_sel = not_cond_flag | hazard;
  assign Two_src = (~imm) | MEM_W_EN;
  assign src1 = Rn;
  assign src2 = Rm;
  assign Dest = Instruction[15:12];
  assign Signed_imm_24 = Instruction[23:0];
  assign Shift_operand = Instruction[11:0];
  assign Rm = MEM_W_EN ? Rd : Instruction[3:0];
  assign {EXE_CMD, WB_EN, MEM_R_EN, MEM_W_EN, B, S} = zero_sel ? 9'b0: 
         {CU_EXE_CMD, CU_WB_EN, CU_MEM_R_EN, CU_MEM_W_EN, CU_B, CU_S};
  Condition_Check condition_check (
      cond,
      SR,
      cond_flag
  );
  RegisterFile register_file (
      clk,
      rst,
      Rn,
      Rm,
      Dest_wb,
      Result_WB,
      writeBackEN,
      Val_Rn,
      Val_Rm
  );
  ControlUnit control_unit (
      OPCode,
      OPC_mode,
      OPC_S,
      imm,
      CU_EXE_CMD,
      CU_WB_EN,
      CU_MEM_R_EN,
      CU_MEM_W_EN,
      CU_B,
      CU_S
  );
endmodule
module RegisterFile (
    input clk,
    rst,
    input [3:0] src1,
    src2,
    Dest_wb,
    input [31:0] Result_WB,
    input writeBackEn,
    output [31:0] reg1,
    reg2
);
  reg [31:0] reg_file[0:15];
  integer i;
  initial begin
    for (i = 0; i < 16; i = i + 1) reg_file[i] <= i;
  end
  always @(negedge clk) begin
    if (rst) begin
      for (i = 0; i < 16; i = i + 1) begin
        reg_file[i] <= i;
      end
    end else if (writeBackEn) begin
      reg_file[Dest_wb] <= Result_WB;
    end
  end
  assign reg1 = reg_file[src1];
  assign reg2 = reg_file[src2];
endmodule
```

## flow/run.sh

```bash
#!/bin/bash
# OpenROAD 26Q1-2900-gdf79404cd8, Yosys 0.63+post, stock flow scripts
make -C /OpenROAD-flow-scripts/flow DESIGN_CONFIG=/design/flow/config.mk WORK_HOME=/design/flow/orfs finish
```

==> impl_metrics.json <==
{
  "flop_area_mm2": 0.0154,
  "drtIter0Drc": 1118,
  "die_height_um": 240,
  "ys_warn_count": 3,
  "wl_per_cell_um": 25.6,
  "drc": 0,
  "fill_cells": 4211,
  "cts_buffers": 58,
  "ant_nets": 0,
  "grt_max_degree": 56,
  "drive_above_1_share_pct": 13.8,
  "logic_family": "multiplexers",
  "yosys_cells": 2012,
  "synthFlopType": "edfxtp_1",
  "startpoint_type": "primary input",
  "core-area_mm2": 0.0555,
  "area_growth_pct": 20.6,
  "avgSynthCellArea_um2": 14.1,
  "syn_area_mm2": 0.0283,
  "ir_drop_mv": 0.0319,
  "totalWireLength_um": 86200,
  "edf_count": 512,
  "ys_sh_adder_pct": 0.398,
  "min_path_type": "primary input to output pin",
  "power.density_mw_per_mm2": 41.6,
  "setup_viol": 0,
  "initCoreUtil_pct": 51.0,
  "mi_logic_area_mm2": 0.0118,
  "maxCapViolCount": 0,
  "synth_chip_area_mm2": 0.0283,
  "crit_type": "primary input to flop",
  "async_flop_share_pct": 0,
  "tool_warnings": 544,
  "synth_cell_types": 55,
  "grt_pass1_wl_um": 127000,
  "ctsResizeCount": 0,
  "whs_ns": 17.72,
  "xor_share_pct": 0.0619,
  "dpl_cell_area_mm2": 0.0303,
  "tightest_slew_ns": 0.827,
  "track_usage_pct": 33.9,
  "aoi_share_pct": 3.70,
  "antenna_found_initial": 0,
  "gp_congestion": 0.905,
  "port_buffers": 174,
  "worstPathRequired_ns": 22.45,
  "top_area_cell": "edfxtp_1",
  "syn_inst": 2012,
  "ys_sh_simple_pct": 14.4,
  "rows": 86,
  "design_area_mm2": 0.0341,
  "most_common_cell": "edfxtp_1",
  "tns_ns": 0,
  "regMostFlops": "register_file.reg_file",
  "post_cts_buffers": 0,
  "clk_pin_slew_ns": 0.03,
  "detailed_place_hpwl_um": 48300,
  "ys_ff": 512,
  "slew_headroom_pct": 44.9,
  "power_leakage_uw": 0.0148,
  "cp_max_fo": 31,
  "status": "finished, final reports clean",
  "yosys.stat.seqShare_pct": 54.3,
  "clock_tree.root_cell": "clkbuf_16",
  "top_cells_by_count": "512 x edfxtp_1, 482 x and2_1, 259 x mux2i_1, 160 x mux4_2, 128 x o22ai_1",
  "rsz0062_at_grt": "false",
  "htreeDepth": 2,
  "io_pins": 199,
  "min_from": "Instruction[10]",
  "cts_tree": "yes",
  "hold_viol": 0,
  "vias_per_cell": 5.79,
  "largest_reg_flops": 512,
  "vias": 19471,
  "holdBufCountCts": 0,
  "slew_violations": 0,
  "synth.area.mux_share_pct": 22.6,
  "reg.largest.list": "register_file.reg_file x512",
  "cts_buffer_depth": 3,
  "firstDrtPassIters": 5,
  "fin_util_pct": 61.5,
  "grt_pass1_vias": 21519,
  "die_w_um": 240,
  "clock_sinks": 512,
  "synth_top_area_share_pct": 54.3,
  "topCellsByArea": "edfxtp_1 54%, mux4_2 13%, and2_1 11%",
  "chipArea_mm2": 0.0576,
  "crit_arrival_ns": 11.97,
  "crit_path_end_kind": "flop",
  "overflow": 0,
  "critPathLaunch": "rst"
}
[worst paths after layout]
| check | endpoint | slack (ns) | depth (start not counted) |
|---|---|---|---|
| setup / recovery | register_file.reg_file[6][18] | 10.48 | 7 |
| hold / removal | Shift_operand[10] | 17.72 | 0 |
[logic make-up (layout without fill, tap and decap cells)]
| logic type | after synthesis | after routing |
|---|---|---|
| AOI/OAI and AO/OA | 158 | 158 |
| other | 0 | 1 |
| DFF | 512 | 512 |
| muxes | 434 | 434 |
| xor gates and xnor gates | 2 | 2 |
| adders and majority gates | 9 | 9 |
| buffers and inverters | 243 | 847 |
| and+or+nand+nor | 654 | 654 |
[layout by cell type (no fill, tap or decap), types with 16 or more instances in the layout]
cell             synthesis  final
and2_1                 482    482
buf_4                   55     53
clkbuf_16                0     59
clkdlybuf4s50_1          0    170
clkinvlp_2               0     19
edfxtp_1               512    512
inv_1                    8    531
mux2i_1                259    258
mux4_2                 160    160
o22ai_1                128    128
or2_2                   16     16
or3_1                   29     29
or4_1                   32     32
[worst max-delay path, cell delays in order]
cell and delay, ns:
clkdlybuf4s50_1 0.72, nor2b_1 0.29, nand3b_1 0.46, nor2_4 0.22
buf_4 0.40, or2_2 0.54, buf_4 0.42
[metal layers]
metal | vias up | GRT usage (%) | wire (µm)
met5 | - | 0 | 0
met4 | 0 | 12.3 | 2610
met2 | 1079 | 48.5 | 41500
met1 | 9459 | 43.6 | 30800
li1 | 8753 | - | -
met3 | 180 | 22.0 | 11400
[where the power goes]
| part | switching [µW] | internal (µW) | total (µW) |
|---|---|---|---|
| logic | 83.8 | 81.3 | 165 |
| registers | 15.2 | 566 | 581 |
| clock network | 315 | 359 | 673 |
| total | 414 | 1010 | 1420 |
[through the flow]
stage / cells / total power (µW) / setup slack, ns
after floorplan: 2012 / 747 / 11.49
after global placement: 2751 / 818 / 9.95
after detailed placement: 2751 / 819 / 9.86
after CTS: 3364 / 1440 / 10.51
after global routing: 3364 / 1510 / 10.31
final: 3365 / 1420 / 10.48
[cell type report]
| cell class | count | share of cell area, % |
|---|---|---|
| sequential | 512 | 45.0 |
| antenna | 1 | 0.00733 |
| inverter | 7 | 0.0770 |
| timing repair buffer | 226 | 6.24 |
| clock buffer | 59 | 4.33 |
| tap | 748 | 2.74 |
| clock inverter | 555 | 6.97 |
| multi-input combinational | 1257 | 34.6 |
Power and IR drop assume default switching activity.
