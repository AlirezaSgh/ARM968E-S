`run.sh`:
```
#!/bin/bash
# OpenROAD 26Q1-2900-gdf79404cd8, Yosys 0.63+post, stock flow scripts
make -C /OpenROAD-flow-scripts/flow DESIGN_CONFIG=/design/flow/config.mk WORK_HOME=/design/flow/orfs finish
```
`config.mk`:
```
export PLATFORM = sky130hd
export DESIGN_NAME = Memory
export DESIGN_NICKNAME = Memory
export VERILOG_FILES = /design/flow/design.v
export SDC_FILE = /design/flow/constraint.sdc
export NUM_CORES = 4
export LEC_CHECK = 1
export CORE_UTILIZATION = 30
```
`constraint.sdc`:
```
current_design Memory

set clk_period 24.0
set clk_io_pct 0.2

create_clock -name clk0 -period $clk_period [get_ports {clk}]

set non_clock_inputs [all_inputs -no_clocks]
set_input_delay [expr $clk_period * $clk_io_pct] -clock clk0 $non_clock_inputs
set_output_delay [expr $clk_period * $clk_io_pct] -clock clk0 [all_outputs]
```
`design.v`:
```
module Memory (
    input clk,
    MEMread,
    MEMwrite,
    input [31:0] address,
    data,
    output [31:0] MEM_result
);
  reg [31:0] mem_reg[0:63];
  integer i;
  initial begin
    for (i = 0; i < 64; i = i + 1) mem_reg[i] = i;
  end
  wire [31:0] calculated_address;
  assign calculated_address = (address >= 1024) ? ((address - 1024) >> 2) : 0;
  assign MEM_result = MEMread ? mem_reg[calculated_address] : 0;
  always @(posedge clk) begin
    if (MEMwrite) begin
      mem_reg[calculated_address] <= data;
    end
  end
endmodule
```
==> flow_summary.toml <==
# synthesis and place-and-route metrics
[global_route]
grt_pass1_wl_mm = 338
grt_max_degree = 91
grtUsageTotal = 0.197
grt_pass1_vias = 44700
antenna_found_initial = 11
overflow = 0

[cts]
post_cts_buffers = 0
htree_levels = 4
clock-sinks = 2048
post_cts_resized = 0
cts-root-buf = "clkbuf_16"
cts_tree = "built"
cts_max_path_buffers = 3
cts_buffers = 199
postCtsHoldBufs = 0
clkTransAtPathRegs_ns = 0.06

[logic_synthesis]
synth_cells = 4114
ys_sh_simple = 0.0270
async_reset_ff_frac = 0
synth_area_per_cell_sq_um = 18.9
yosysUniqueCellTypes = 61
yosysWarnings = 1
edf_count = 2048
netlist_logic_family_top = "multiplexers"
common_cells = "edfxtp_1 (2,048), o22ai_1 (482), mux2_2 (312)"
yosysTopAreaCellShare = 0.790
top_area_cell = "edfxtp_1"
ys_chip_area_sq_mm = 0.0778
synth_area_sq_mm = 0.0778
synth-xor-area-share = 0
top_cell = "edfxtp_1"
postSynthSeqShare = 0.790
fa_ha_area_frac = 0
ys_sh_mux = 0.0946
flop_cell = "edfxtp_1"
ys_cells = 4114
top_cells_by_area = "edfxtp_1 (79%), mux2_2 (4.5%), mux4_2 (4.3%)"
synth_flops = 2048
ys_sh_aoi = 0.0729

[worst_setup_path]
worstSetupPathType = "input port to output port"
cp_data_arrival_time_ns = 10.84
crit_chain = "buf_8, buf_4, buf_4, nor2_1, o21ai_4, buf_4, buf_12, buf_4, o22ai_1, o21ai_0, o2111ai_1, nor3_1, clkdlybuf4s50_1"
crit_family = "buffers and inverters"
slowest_delay_ns = 0.73
cp.depth = 13
path_common_cell = "buf_4"
cp-end-kind = "output port"
cp.buffers_inverters = 7
worstPathRequired_ns = 19.20
slowest_stage = "nor3_1"
critPathMaxFanout = 90
start_kind = "input port"

[route]
drcViolationCount = 0
wirelength_met1_mm = 74.2
num_vias = 42300
antenna_left = 0
top_layer = "met5"
met3_length_mm = 47.5
firstDrtPassIters = 7
drt-initial-drc-count = 2981
wirelength_mm = 243
viasPerCell = 5.34
wl_per_cell_um = 30.7
routed-wl-met2_mm = 110

[floorplanning]
die_height_um = 511
fp.dieW_um = 511
rows = 186
core-area_sq_mm = 0.257
die_area_sq_mm = 0.261
io_pins = 99
initial_core_util = 0.302

[finish]
fill_cells = 23500
syn_to_final_growth_pct = 15.8
drive_gt1_frac = 0.236
largest_reg_flops = 2048
finish.utilization = 0.350

[power]
power_frac_comb = 0.051
pwr-share-clk = 0.407
p_sw_mw = 1.58
leakagePower_nw = 27.5
sw_frac_of_total = 0.216
ir_drop_v = 0.0000735
pwr-share-seq = 0.542
p_int_mw = 5.74
powerDensity_mw_per_mm2 = 81.2

[placed_design]
place.port_buffers = 94
finalWeightedCongestion = 0.887
dpl.hpwl_mm = 136

[timing]
hold_violations = 0
final_max_slew_viol_count = 0
relSlewSlack = 0.240
tightest_slew_ns = 1.14
rsz0062_at_grt = "false"
max_freq_ghz = 0.0639
fin_crit_ns = 15.64
fin_crit_sh = 0.652
fin_tns_setup_ns = 0
setup_viol_count_final = 0

[run]
max-cap-violations = 0
warning_count = 30

[min_path]
min_path_type = "input port to flip-flop"
hold_path_depth = 2

[status]
status = "completed"
## cell families after synthesis
logic type             after synthesis
buffers and inverters              260
AOI/OAI and AO/OA                  878
DFF                               2048
muxes                              511
and+or+nand+nor                    417
## cell usage in the layout, fill, tap and decap left out, types with 50 or more instances in the layout
| cell type | netlist | final |
|---|---|---|
| mux2_2 | 312 | 312 |
| o22ai_1 | 482 | 482 |
| o31ai_1 | 54 | 54 |
| clkdlybuf4s50_1 | 0 | 58 |
| nor2_1 | 151 | 100 |
| mux4_2 | 148 | 148 |
| clkinv_1 | 1 | 50 |
| buf_4 | 17 | 221 |
| nor2_4 | 0 | 50 |
| edfxtp_1 | 2048 | 2048 |
| nor2b_1 | 75 | 75 |
| a211oi_1 | 83 | 83 |
| mux2i_1 | 51 | 51 |
| clkbuf_16 | 0 | 203 |
| nor3_1 | 70 | 52 |
| o21ai_0 | 128 | 128 |
## power groups by stage
stage / Sequential, mW / Clock [mW] / Combinational, mW
after CTS: 3.97 / 3.01 / 0.374
final: 3.97 / 2.98 / 0.372
after global routing: 3.97 / 3.14 / 0.396
## worst paths after layout
path	slack, ns	start	to
hold / removal	4.57	data[12]	mem_reg[15][12]
setup / recovery	8.36	address[4]	MEM_result[23]
## layout make-up
class | instances | area, sq um | share of cell area
multi-input combinational | 1806 | 15700 | 0.174
clock inverter | 107 | 895 | 0.00993
sequential | 2048 | 61500 | 0.682
inverter | 4 | 15.0 | 0.000167
timing repair buffer | 321 | 2560 | 0.0284
antenna | 5 | 12.5 | 0.000139
tap | 3384 | 4230 | 0.0470
clock buffer | 252 | 5260 | 0.0584
## through the flow
step                worst slack [ns]  instance area, sq um  total power, mW  hold slack, ns  cells
floorplan                      12.25                 77800             4.21            4.90   4114
global placement                8.40                 84000             4.41            5.43   7563
detailed placement              8.36                 84000             4.41            5.44   7563
CTS                             8.36                 90100             7.35            4.52   7922
global route                    8.18                 90100             7.50            4.59   7924
finish                          8.36                 90100             7.32            4.57   7927
## per-layer routing
metal  GRT usage  vias up
met2       0.289     3110
met3       0.174      493
met1       0.201    21100
met5      0.0141        -
li1            -    17600
met4      0.0674       14
Power figures rest on the tool's default switching activity, not on a simulated workload.
